==> /design/flow/config.mk <==
export PLATFORM = sky130hd
export DESIGN_NAME = mux_pc
export DESIGN_NICKNAME = mux_pc
export VERILOG_FILES = /design/flow/design.v
export SDC_FILE = /design/flow/constraint.sdc
export NUM_CORES = 4
export LEC_CHECK = 1
export CORE_AREA = 10 10 70 70
export DIE_AREA = 0 0 80 80
==> /design/flow/constraint.sdc <==
current_design mux_pc

set clk_period 4.0
set clk_io_pct 0.2

create_clock -name clk0 -period $clk_period

set non_clock_inputs [all_inputs -no_clocks]
set_input_delay [expr $clk_period * $clk_io_pct] -clock clk0 $non_clock_inputs
set_output_delay [expr $clk_period * $clk_io_pct] -clock clk0 [all_outputs]
==> /design/flow/design.v <==
module cpu(clk,reset, read_data, write_data, mem_cmd, mem_addr, halt);
	input clk, reset;
	input [15:0] read_data;
	output [15:0] write_data;
	output halt;  
	output [1:0] mem_cmd;
	output [8:0] mem_addr;
	wire [15:0] inst_reg_out;
	wire [2:0] nsel;  
	wire [2:0] opcode;  
	wire [1:0] ALUop, shift;  
	wire [15:0] sximm5, sximm8;  
	wire [2:0] read_write_num;  
	wire [8:0] fsm_to_dp_data;
	wire load_ir, addr_sel, load_pc, reset_pc, load_addr;
	wire [2:0] status;  
	wire [8:0] next_pc, PC, data_address_out;
	wire [3:0] pc_sel;
	assign mem_addr = addr_sel ? PC : data_address_out;
	mux_pc PC_MUX(9'b0, write_data[8:0], (PC+sximm8[8:0]), (PC+1'b1), pc_sel, next_pc);
	vDFFE  #(16) instruction_reg (
									.clk(clk),
									.enable(load_ir),
									.in(read_data),
									.out(inst_reg_out));
	vDFFE  #(9) pc (
									.clk(clk),
									.enable(load_pc),
									.in(next_pc),
									.out(PC));
	vDFFE  #(9) data_address (
									.clk(clk),
									.enable(load_addr),
									.in(write_data[8:0]),
									.out(data_address_out));									
	inst_decoder dec_inst (
							.in(inst_reg_out),
							.nsel(nsel), 
							.opcode(opcode),
							.ALUop(ALUop),
							.sximm5(sximm5),
							.sximm8(sximm8),
							.shift(shift),
							.read_write_num(read_write_num));
	fsm FSM (
						.clk(clk),
						.reset(reset),
						.opcode(opcode),
						.op(ALUop),
						.nsel(nsel),
						.to_dp(fsm_to_dp_data),
						.load_pc(load_pc),
						.addr_sel(addr_sel),
						.mem_cmd(mem_cmd),
						.cond(inst_reg_out[10:8]),
						.load_ir(load_ir),
						.load_addr(load_addr),
						.pc_sel(pc_sel),
						.status(status),
						.halt(halt)
						);
	datapath DP (
					.ALUop(ALUop),
					.sximm5(sximm5),
					.sximm8(sximm8),
					.shift(shift),
					.read_write_num(read_write_num),
					.write(fsm_to_dp_data[6]),
					.vsel(fsm_to_dp_data[5:4]),
					.loads(fsm_to_dp_data[3]),
					.loadc(fsm_to_dp_data[2]),
					.loadb(fsm_to_dp_data[1]),
					.loada(fsm_to_dp_data[0]),
					.out(write_data),
					.N(status[2]),
					.V(status[1]),
					.Z(status[0]),
					.mdata(read_data),
					.PC(PC),
					.clk(clk),
					.asel(fsm_to_dp_data[8]),
					.bsel(fsm_to_dp_data[7]));
endmodule
module mux_pc(a, b, c, d, sel, out);
	input [8:0] a, b, c, d;
	input [3:0] sel;
 	output reg [8:0] out;
	always @(*) begin
		case (sel) 
			4'b1000 : out = a;
			4'b0100 : out = b;
			4'b0010 : out = c;
			4'b0001 : out = d;
			default: out = 4'bxxxx;
		endcase
	end
endmodule
==> /design/flow/run.sh <==
#!/bin/bash
# OpenROAD 26Q1-2900-gdf79404cd8, Yosys 0.63+post, stock flow scripts
make -C /OpenROAD-flow-scripts/flow DESIGN_CONFIG=/design/flow/config.mk WORK_HOME=/design/flow/orfs finish
==> impl_metrics.json <==
{
  "worst_slew_pin_slew_ns": 0.6317,
  "aoi_share_pct": 74.60,
  "drv_slew": 0,
  "layout.area.comb_um2": 270.3,
  "hpwlAfterDp_um": 1661,
  "port_buffers": 49,
  "endpoint": "out[2]",
  "cts.repair.resized": 0,
  "layout_top_cell": "clkdlybuf4s50_1",
  "whs_ns": 2.641,
  "status": "finished clean",
  "io_pins": 49,
  "gp_congestion": 0.7812,
  "fp.dieH_um": 80,
  "ir_worst_vdd_mv": 0.02952,
  "finalCritPeriodShare_pct": 87.38,
  "vias_per_cell": 3.992,
  "grt_setup_unrepaired": "no",
  "drtIter0Drc": 13,
  "vias": 515,
  "fmax_ghz": 0.2861,
  "grt_pass1_wl_um": 2801,
  "max_cap_violations": 0,
  "syn_inst": 39,
  "crit_required_ns": 3.20,
  "floorplanUtilization_pct": 9.084,
  "ys_seq_share_pct": 0,
  "area_growth_pct": 166.1,
  "hold_violations": 0,
  "hold_buffers": 0,
  "grt_max_degree": 10,
  "drive_gt1_share_pct": 10.84,
  "met3_length_um": 385,
  "dp.cells": 129,
  "final_cell_count_no_fill": 129,
  "finalSetupViolations": 0,
  "dieWidth_um": 80,
  "grt_use_total_pct": 5.403,
  "n_antenna_cell": 0,
  "core_region_area_um2": 3416,
  "warning_count": 32,
  "antenna_left": 0,
  "regArea_um2": 0,
  "layout_setup_ws_ns": 0.5049,
  "dieArea_um2": 6400,
  "critPathKind": "in2out",
  "period_needed_ns": 3.495,
  "yosysWarnings": 1,
  "grt_pass1_vias": 576,
  "most-common-layout-cells": "49 x clkdlybuf4s50_1, 10 x a22oi_1, 9 x o22ai_1, 8 x a22oi_2, 3 x nor2b_1",
  "tns_ns": 0,
  "routed_wl_um": 1868,
  "slew-limit-headroom_pct": 57.80,
  "netlist_logic_family_top": "AND-OR/OR-AND gates",
  "wl_per_cell_um": 14.48,
  "simple_gate_area_share_pct": 12.50,
  "drc": 0,
  "n_fill_cell": 381,
  "grt_antenna_before_repair": 0,
  "ff_count": 0,
  "drt-met1-wl_um": 967,
  "hp-class": "in2out",
  "yosys.area_share.adder_pct": 0,
  "mux_share_pct": 0,
  "yosysCellCount": 39,
  "worstSetupStartpointType": "primary input",
  "end_kind": "primary output",
  "yosysUniqueCellTypes": 10,
  "firstDrtPassIters": 3,
  "synthXorXnorAreaFrac_pct": 0,
  "post-cts-setup-buffer-count": 0,
  "crit_path_max_fanout": 9,
  "nClkBuffers": 0,
  "rows": 21,
  "p_leak_nw": 0.2512,
  "crit_path_start": "sel[0]",
  "ys_area_um2": 310.3,
  "globalRoute.totalOverflow": 0,
  "synthesis.area_um2": 310.3,
  "worstPathArrival_ns": 2.70,
  "top_layer_used": "met3",
  "place_ws_ns": 0.4828,
  "route.met2.wl_um": 515,
  "avgSynthCellArea_um2": 7.956,
  "powerDensity_nw_per_um2": 93.24
}
## synthesized netlist by cell type
cell type   n  share of area, %
buf_6       1               3.6
o22ai_1     9                18
or2_1       2               4.0
a22oi_1    10                24
buf_4       2               4.8
and2b_1     1               2.4
buf_1       1               1.2
a22oi_2     8                32
buf_2       2               3.2
nor2b_1     3               6.0
## stage by stage
step / power (W) / util, % / area, um2
6_report: 0.00007699 / 24.18 / 825.8
5_1_grt: 0.00008398 / 24.18 / 825.8
4_1_cts: 0.00007806 / 24.18 / 825.8
3_5_place_dp: 0.00007769 / 24.18 / 825.8
3_3_place_gp: 0.00007760 / 24.18 / 825.8
2_1_floorplan: 0.00002504 / - / 310.3
## cell families (layout without fill, tap and decap cells)
kind of cell / after synthesis / after routing
buffers and inverters: 6 / 50
AOI/OAI and AO/OA: 27 / 27
and+or+nand+nor: 6 / 6
## layer usage
| layer | vias to the layer above | GRT usage, % |
|---|---|---|
| li1 | 253 | - |
| met1 | 216 | 7.910 |
| met2 | 46 | 6.340 |
| met3 | 0 | 3.977 |
| met4 | 0 | 0 |
| met5 | - | 0 |
## worst min path at each step
stage / start / to / slack [ns] / depth (start not counted)
global route: a[6] / out[6] / 2.67 / 4
finish: c[7] / out[7] / 2.64 / 4
CTS: a[6] / out[6] / 2.65 / 4
## layout make-up
class              count  share of cell area [%]
multi-input cells     33                   32.73
well taps             46                   6.970
repair buffers        50                   60.30
## critical path: stages
cell and delay (ns):
clkdlybuf4s50_1 0.48, nor2b_1 0.52, a22oi_1 0.19, o22ai_1 0.18, clkdlybuf4s50_1 0.52
## power by group
part	switching, W	leakage, nW	internal [W]
Sequential	0	0	0
Clock	0	0	0
Combinational	0.0000227	0.251	0.0000543
Total	0.0000227	0.251	0.0000543
Power is estimated from default activity; no workload was simulated.
